**design/flow/run.sh**
```bash
#!/bin/bash
# OpenROAD 26Q1-2900-gdf79404cd8, Yosys 0.63+post, stock flow scripts
make -C /OpenROAD-flow-scripts/flow DESIGN_CONFIG=/design/flow/config.mk WORK_HOME=/design/flow/orfs finish
```
**design/flow/config.mk**
```make
export PLATFORM = sky130hd
export DESIGN_NAME = seq_detect_1011
export DESIGN_NICKNAME = seq_detect_1011
export VERILOG_FILES = /design/flow/design.v
export SDC_FILE = /design/flow/constraint.sdc
export NUM_CORES = 4
export LEC_CHECK = 1
export CORE_AREA = 10 10 70 70
export DIE_AREA = 0 0 80 80
```
**design/flow/constraint.sdc**
```tcl
current_design seq_detect_1011

set clk_period 1.2
set clk_io_pct 0.2

create_clock -name clk0 -period $clk_period [get_ports {clk}]

set non_clock_inputs [all_inputs -no_clocks]
set_input_delay [expr $clk_period * $clk_io_pct] -clock clk0 $non_clock_inputs
set_output_delay [expr $clk_period * $clk_io_pct] -clock clk0 [all_outputs]
```
**design/flow/design.v**
```verilog
module seq_detect_1011(seq_seen, inp_bit, reset, clk);
  output seq_seen;
  input inp_bit;
  input reset;
  input clk;
  parameter IDLE = 0,
            SEQ_1 = 1, 
            SEQ_10 = 2,
            SEQ_101 = 3,
            SEQ_1011 = 4;
  reg [2:0] current_state, next_state;
  assign seq_seen = current_state == SEQ_1011 ? 1 : 0;
  always @(posedge clk)
  begin
    if(reset)
    begin
      current_state <= IDLE;
    end
    else
    begin
      current_state <= next_state;
    end
  end
  always @(inp_bit or current_state)
  begin
    case(current_state)
      IDLE:
      begin
        if(inp_bit == 1)
          next_state = SEQ_1;
        else
          next_state = IDLE;
      end
      SEQ_1:
      begin
        if(inp_bit == 1)
          next_state = SEQ_1;
        else
          next_state = SEQ_10;
      end
      SEQ_10:
      begin
        if(inp_bit == 1)
          next_state = SEQ_101;
        else
          next_state = IDLE;
      end
      SEQ_101:
      begin
        if(inp_bit == 1)
          next_state = SEQ_1011;
        else
          next_state = SEQ_1;
      end
      SEQ_1011:
      begin
       if(inp_bit == 1)
          next_state = SEQ_1;
        else
          next_state = SEQ_10;
       end
      default : next_state = IDLE;
    endcase
  end
endmodule
```
==> results.txt <==
run results: PD cells 1420 nW/um2, Startpoint Class register, most flop-heavy register current_state, Syn Area/Cell 11.2 um2, CTS max path bufs 2, PortBufs 3, Finished Layout Cells 68, NetSw 85.0 uW, Die H 80 um, Routed wire per std cell 6.24 um, crit end category output port, sequential power share 44.6%, Synth Seq Share 64.0%, yosys warns 1, status completed, Req. time, crit path 0.96 ns, Critical Path Max Stage Delay 0.31 ns, slew margin rel. 84.8%, Top-area cell share 64.0%, logic gate share of total power 5.1%, fill cell count 408, vias in the first global route 143, Worst Tran Pin Value 0.227 ns, VDD IR max 0.000256 V, global routing's busiest layer met3, Regs by FF count current_state x5, Die Width 80 um, clock buffer count from CTS 3, Final period util 85.7%, max FFs per register 5, 1st-iter DRT viols 13, Worst path slowest cell dfxtp_2, cell family with the largest share of critical-path delay flip-flops, pins over their slew limit 0, Via density 1.99, clk root buf clkbuf_4, Yosys reg bits 5, Yosys Instances 14, endpoints failing setup 0, Top cell excl fill/tap dfxtp_1, CTS sink count 5, fin crit period 1.03 ns, routability congestion estimate 0.659, CTS tree yes, routed via count 135, critical-path maximum fanout 2, Pre-antenna DRT Iters 2, Clock Power Share 50.4%, Post-Place Cells 63, Die Size 6400 um2, DRC Markers 0, WS Path Type reg2out, total global routing overflow 0, top cells by area dfxtp_1 (64%), and3b_2 (13%), nor2_1 (7.2%), layout cells sized above 1 31.8%, core area 3420 um2, gr usage total 1.48%, largest net degree at the start of global routing 7, met2 Use GR 1.61%, met1 Resource Use GR 1.40%, HPWL after DPL 295 um, Fin Clk Skew 0.00610 ns, met3 Resource Use GR 2.50%, Buf/Inv on CP 1, Reg clk slew, reported paths 0.05 ns, switching share of power 21.5%, DRT antenna net count 0, fmax 973 MHz, Synth Instances 14, Yosys chip area 156 um2, unrepaired setup endpoints after global routing false, CP cell instances dlygate4sd2_1, area delta synth->final 77.6%, OpenROAD warning count 25, Worst EP arrival 0.79 ns, first-pass GRT wire length 641 um, H-tree Lvls 1, Gate Area 56.3 um2, final hold vios 0, I/O pin count 4, Rows 21, LEAKAGE 0.105 nW, mapped cell area 156 um2, Pint 310 uW, Final Core Density 8.13%, Antenna Cells 0, Initial Util 4.58%, Final Power 395 uW, Max Cap Viol 0, distinct lib cells 6, most frequent cells in the layout dfxtp_1 (4), nor2_1 (3), clkbuf_4 (3), WL final 424 um, cell taking the most area after synthesis dfxtp_1, initial antenna violation count 0, worst hold path type reg2reg, register area 101 um2, Clock Latency Late Sink 0.25 ns
==> stage by stage <==
| step | hold WS (ns) | TNS [ns] | setup slack [ns] | area [um2] |
|---|---|---|---|---|
| floorplan | 0.313 | 0 | 0.545 | 156 |
| global placement | 0.467 | 0 | 0.0758 | 244 |
| detailed placement | 0.495 | -0.00414 | -0.00414 | 244 |
| CTS | 0.505 | 0 | 0.161 | 278 |
| global route | 0.521 | 0 | 0.140 | 278 |
| finish | 0.507 | 0 | 0.172 | 278 |
==> path summary, 6_finish.rpt <==
| check | slack (ns) | end | depth (start not counted) | startpoint |
|---|---|---|---|---|
| max | 0.17 | seq_seen | 1 | current_state[1]$_DFF_P_ |
| min | 0.51 | current_state[0]$_DFF_P_ | 2 | current_state[0]$_DFF_P_ |
| min reg2reg | 0.51 | current_state[0]$_DFF_P_ | 2 | current_state[0]$_DFF_P_ |
| max reg2reg | 0.32 | current_state[3]$_DFF_P_ | 3 | current_state[1]$_DFF_P_ |
==> per-layer routing <==
metal / vias up / part of all wire (%)
met5: - / 0
met4: 0 / 0
met3: 0 / 24
met2: 8 / 30
met1: 63 / 46
li1: 64 / -
==> final cells by class <==
class                           count  area share, %
Multi-Input combinational cell      9           20.3
Clock buffer                        4           9.46
Tap cell                           46           20.7
Timing Repair Buffer                4           13.1
Sequential cell                     5           36.5
==> Yosys cell counts <==
| cell | number |
|---|---|
| dfxtp_1 | 5 |
| nor2_1 | 3 |
| and3b_2 | 2 |
| nor3_1 | 2 |
| a211oi_1 | 1 |
| o21bai_1 | 1 |
==> power by group through the flow <==
stage / combinational [mW] / sequential [mW] / clock, mW
after CTS: 0.0201 / 0.176 / 0.205
after global routing: 0.0231 / 0.176 / 0.215
final: 0.0200 / 0.176 / 0.199
==> logic make-up after synthesis <==
logic type | Yosys count | share of synthesized area [%]
AOI/OAI and AO/OA | 2 | 9.60
and+or+nand+nor | 7 | 26.4
DFF | 5 | 64.0
==> repair_timing <==
action | CTS | global route
hold buffers | 0 | 0
resized | 2 | 0
setup buffers | 1 | 0
setup endpoints to repair | 1 | 0
Power figures rest on the tool's default switching activity, not on a simulated workload.
